===== flow/run.sh =====
#!/bin/bash
# OpenROAD 26Q1-2900-gdf79404cd8, Yosys 0.63+post, stock flow scripts
make -C /OpenROAD-flow-scripts/flow DESIGN_CONFIG=/design/flow/config.mk WORK_HOME=/design/flow/orfs finish

===== flow/config.mk =====
export PLATFORM = sky130hd
export DESIGN_NAME = ALU
export DESIGN_NICKNAME = ALU
export VERILOG_FILES = /design/flow/design.v
export SDC_FILE = /design/flow/constraint.sdc
export NUM_CORES = 4
export LEC_CHECK = 1
export CORE_AREA = 10 10 105 105
export DIE_AREA = 0 0 115 115

===== flow/constraint.sdc =====
current_design ALU

set clk_period 3.0
set clk_io_pct 0.2

create_clock -name clk0 -period $clk_period [get_ports {alu_clk}]

set non_clock_inputs [all_inputs -no_clocks]
set_input_delay [expr $clk_period * $clk_io_pct] -clock clk0 $non_clock_inputs
set_output_delay [expr $clk_period * $clk_io_pct] -clock clk0 [all_outputs]

===== flow/design.v =====
module ALU (
    input wire alu_clk,
    input wire rst_n,
    input wire alu_enable_a,
    input wire alu_enable_b,
    input wire alu_irq_clr,
    input wire alu_enable,
    input wire [1:0] alu_op_a,
    input wire [1:0] alu_op_b,
    input wire [7:0] alu_in_a,
    input wire [7:0] alu_in_b,
    output reg [7:0] alu_out,
    output reg alu_irq
);
  reg [7:0] out;
  reg irq;
  always @(posedge alu_clk or negedge rst_n) begin
    if (!rst_n) begin
      alu_out <= 8'b0;
      out <= 8'b0;
      alu_irq <= 1'b0;
      irq <= 1'b0;
    end else if (alu_enable && alu_enable_a) begin
      case (alu_op_a)
        2'b00: alu_out <= alu_in_a & alu_in_b;
        2'b01: alu_out <= ~(alu_in_a & alu_in_b);
        2'b10: alu_out <= alu_in_a | alu_in_b;
        2'b11: alu_out <= alu_in_a ^ alu_in_b;
      endcase
      if (!alu_irq_clr) begin
        case ({
          alu_op_a, alu_out
        })
          10'h0FF: alu_irq <= 1'b1;
          10'h100: alu_irq <= 1'b1;
          10'h2F8: alu_irq <= 1'b1;
          10'h383: alu_irq <= 1'b1;
          default: begin
            irq <= 1'b0;
          end
        endcase
      end else if (alu_irq_clr) begin
        case ({
          alu_op_a, alu_out
        })
          10'h0FF: begin
            alu_irq <= ~irq;
            irq <= ~irq;
          end
          10'h100: begin
            alu_irq <= ~irq;
            irq <= ~irq;
          end
          10'h2F8: begin
            alu_irq <= ~irq;
            irq <= ~irq;
          end
          10'h383: begin
            alu_irq <= ~irq;
            irq <= ~irq;
          end
          default: begin
            alu_irq <= 1'b0;
            irq <= 1'b0;
          end
        endcase
      end
    end else if (alu_enable && alu_enable_b) begin
      case (alu_op_b)
        2'b00: alu_out <= ~(alu_in_a ^ alu_in_b);
        2'b01: alu_out <= alu_in_a & alu_in_b;
        2'b10: alu_out <= ~(alu_in_a | alu_in_b);
        2'b11: alu_out <= alu_in_a | alu_in_b;
      endcase
      if (!alu_irq_clr) begin
        case ({
          alu_op_b, alu_out
        })
          10'h0F1: alu_irq <= 1'b1;
          10'h1F4: alu_irq <= 1'b1;
          10'h2F5: alu_irq <= 1'b1;
          10'h3FF: alu_irq <= 1'b1;
          default: begin
            irq <= 1'b0;
          end
        endcase
      end else if (alu_irq_clr) begin
        case ({
          alu_op_b, alu_out
        })
          10'h0F1: begin
            alu_irq <= ~irq;
            irq <= ~irq;
          end
          10'h1F4: begin
            alu_irq <= ~irq;
            irq <= ~irq;
          end
          10'h2F5: begin
            alu_irq <= ~irq;
            irq <= ~irq;
          end
          10'h3FF: begin
            alu_irq <= ~irq;
            irq <= ~irq;
          end
          default: begin
            alu_irq <= 1'b0;
            irq <= 1'b0;
          end
        endcase
      end
    end
  end
endmodule

==> impl_metrics.csv <==
group,metric,value,unit
yosys,ys_chip_area,0.00144,mm²
critical_path,crit_required,3.15,ns
yosys,postSynthSeqShare,0.174,
outcome,status,"completed",
floorplanning,placementRows,34,
placed_design,port_buffers,34,
placed_design,routabilityCongestion,0.928,
yosys,ys_top_cells_by_area,"dfrtp_1 (17%), ha_1 (14%), a21oi_1 (9.8%)",
cts,ctsResizeCount,0,
routing,drt.antenna.violating_nets,0,
final_timing,tightest_slew,0.478,ns
final_timing,hold_viol_final,0,
final_timing,setup_viol,0,
critical_path,cp_max_fo,3,
routing,via_per_inst,4.19,
yosys,ys_ff,10,
yosys,ys_warn_count,1,
final_timing,slew_violations,0,
cts,clock_sinks,10,
power,cellPowerDensity,306,mW/mm²
cts,holdBufCountCts,0,
final_timing,rsz0062_at_grt,"no",
routing,num_vias,1382,
placed_design,placed_cell_area,0.00188,mm²
floorplanning,fp.dieArea,0.0132,mm²
routing,wl,4.07,mm
final_timing,tns,0,ns
cts,clk_path_buf_depth,2,
power,worst_ir_drop_vdd,0.131,mV
floorplanning,die_height,115,µm
global_route,grt_max_degree,21,
cts,cts-htree-levels,1,
routing,drc,0,
routing,first_iter_violations,79,
critical_path,critPathCaptureType,"flop",
cts,clock.latency.late_pin,0.23,ns
yosys,yosysUniqueCellTypes,40,
routing,wl_per_cell,12.3,µm
critical_path,path_cells,"clkdlybuf4s50_1 > or4b_1 > a2111o_1 > a211oi_2 > a211oi_1 > nor3_1",
final_timing,layout_min_cycle_time,2.37,ns
final_timing,slew_headroom,0.680,
finish,logic_area,0.00101,mm²
critical_path,worst_path_max_delay_cell,"clkdlybuf4s50_1",
global_route,first_global_vias,1410,
yosys,edf_count,0,
yosys,syn_avg_cell_area,7.44,µm²
finish,area_delta_synth_final,33.8,%
power,p_leak,0.811,nW
finish,regArea,250,µm²
critical_path,critPathLaunchType,"input pin",
placed_design,placed_cells,327,
yosys,ys_cells,193,
routing,diodes,0,
final_timing,skew,0.00143,ns
global_route,antenna_found_initial,0,
placed_design,dp_hpwl,3.32,mm
cts,clk_pin_slew,0.05,ns
final_timing,timing.final.crit_share,0.791,
flow_run,tool_warnings,33,
final_timing,clock.fmax,421,MHz
cts,cts_setup_buffers,0,
yosys,synth_top_area_share,0.174,
finish,final_cells,330,
yosys,synthFlopType,"dfrtp_1",
flow_run,cap_violations,0,
global_route,grt_pass1_wl,6.70,mm
hold_path,hp-class,"reg -> reg",
power,power,0.000588,W
global_route,grtUsageTotal,0.0608,
critical_path,max_stage_delay,0.48,ns
cts,cts_root_buf,"clkbuf_8",
floorplanning,initial_utilization,0.164,
yosys,syn_area,0.00144,mm²
critical_path,critical_path_class,"in -> reg",
yosys,synth_top_cell_by_area,"dfrtp_1",
yosys,syn_inst,193,
finish,final_area,0.00192,mm²
floorplanning,num_io_pins,35,
global_route,grt_overflow,0,
routing,drt_first_pass_iters,4,
floorplanning,die_x,115,µm
floorplanning,coreArea,0.00876,mm²
critical_path,crit_arrival,2.52,ns
cts,cts_made_buffers,3,
finish,drive_gt1_frac,0.0631,
finish,nFillCells,951,
yosys,synthArstFlopShare,1.00,
cts,cts_tree,"done",
-- layout make-up --
| cell class | count | share of cell area |
|---|---|---|
| clock buffers | 3 | 0.0215 |
| inverters | 27 | 0.0528 |
| multi-input cells | 143 | 0.528 |
| flip-flops and latches | 10 | 0.130 |
| well taps | 108 | 0.0704 |
| repair buffers | 39 | 0.197 |
-- critical path: cells and delay by family --
family / cells / cell delay, ns
AOI/OAI and AO/OA: 3 / 0.82
and+or+nand+nor: 2 / 0.63
buffers and inverters: 1 / 0.48
-- synthesized netlist by cell type (2+ instances only) --
cell and instances:
dfrtp_1 10, mux2i_1 7, nand3_1 3, o211ai_1 2
xnor2_1 6, inv_1 26, o21ai_0 2, nor4_1 3
nand2_1 4, nor2_1 19, a211oi_1 7, nor3_1 3
clkbuf_1 7, xor2_1 10, a21oi_1 28, ha_1 16
o22ai_1 16, buf_1 2
-- kinds of logic after synthesis --
group / synth area share
buffers and inverters: 0.119
XOR/XNOR: 0.0976
multiplexers: 0.0488
AND/OR/NAND/NOR: 0.149
adder cells (fa/ha/maj): 0.139
AND-OR/OR-AND: 0.272
flip-flops: 0.174
-- placed cells by master (no fill, tap or decap), drive strengths merged, types with 7 or more instances in the layout --
master / netlist / final
ha: 16 / 16
a21oi: 28 / 28
inv: 26 / 26
mux2i: 7 / 7
xor2: 10 / 10
o22ai: 16 / 16
clkdlybuf4s50: 0 / 34
a211oi: 8 / 8
dfrtp: 10 / 10
nor2: 19 / 19
-- where the power goes --
part           switching, W  internal (W)
Combinational      0.000112      0.000141
Clock             0.0000489     0.0000876
Sequential        0.0000433      0.000156
-- through the flow --
| step | util | setup WS, ns | hold slack (ns) |
|---|---|---|---|
| floorplan | - | 0.965 | 0.304 |
| global placement | 0.214 | 0.432 | 0.582 |
| detailed placement | 0.214 | 0.405 | 0.584 |
| CTS | 0.219 | 0.627 | 0.592 |
| global route | 0.219 | 0.465 | 0.642 |
| finish | 0.219 | 0.626 | 0.589 |
-- path summary, 6_finish.rpt --
kind,from,end,slack (ns),cells past startpoint
min in group asynchronous,rst_n,irq,0.69,1
max,alu_op_a[1],alu_irq,0.63,6
max reg2reg,alu_out[1],alu_irq,0.88,5
max in group asynchronous,rst_n,alu_out[1],1.99,1
min,alu_irq,alu_irq,0.59,2
min reg2reg,alu_irq,alu_irq,0.59,2
-- sequential cells by signal, summed over array words and instances (netlist names) --
name and cells:
irq 1, alu_out 8, alu_irq 1
-- layer usage --
metal	up-vias	global-route usage	wire length, µm	part of all wire
met3	2	0.0105	172	0.042
met4	0	0.0132	60	0.015
met1	606	0.0734	1760	0.43
met5	-	0	0	0
li1	747	-	-	-
met2	27	0.110	2070	0.51
Power figures rest on the tool's default switching activity, not on a simulated workload.
